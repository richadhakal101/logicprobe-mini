File: flow/design.v
module clock_div #(parameter DIV=100)(
  input  wire clk, input wire rst,
  output reg  tick
);
  reg [$clog2(DIV)-1:0] cnt=0;
  always @(posedge clk) begin
    if (rst) begin cnt<=0; tick<=0; end
    else begin
      tick <= 0;
      if (cnt==DIV-1) begin cnt<=0; tick<=1; end
      else cnt<=cnt+1;
    end
  end
endmodule
File: flow/run.sh
#!/bin/bash
# OpenROAD 26Q1-2900-gdf79404cd8, Yosys 0.63+post, stock flow scripts
make -C /OpenROAD-flow-scripts/flow DESIGN_CONFIG=/design/flow/config.mk WORK_HOME=/design/flow/orfs finish
File: flow/config.mk
export PLATFORM = sky130hd
export DESIGN_NAME = clock_div
export DESIGN_NICKNAME = clock_div
export VERILOG_FILES = /design/flow/design.v
export SDC_FILE = /design/flow/constraint.sdc
export NUM_CORES = 4
export LEC_CHECK = 1
export CORE_AREA = 10 10 70 70
export DIE_AREA = 0 0 80 80
File: flow/constraint.sdc
current_design clock_div

set clk_period 2.1
set clk_io_pct 0.2

create_clock -name clk0 -period $clk_period [get_ports {clk}]

set non_clock_inputs [all_inputs -no_clocks]
set_input_delay [expr $clk_period * $clk_io_pct] -clock clk0 $non_clock_inputs
set_output_delay [expr $clk_period * $clk_io_pct] -clock clk0 [all_outputs]
==> reports/qor.txt <==
Via/cell ratio: 2.85
Final min period: 1.44 ns
Core ar.: 3420 sq um
Clk Latency, worst-skew pair: 0.25 ns
Overflow after GRT: 0
DRT antenna net count: 0
Crit path buf inv count: 1
Cell family with most CP delay: buffers and inverters
Syn Inst Count: 33
Post-CTS setup repair buffer count: 0
Peak fanout along the critical path: 1
DR WL/cell: 6.51 microns
CP startpoint: tick
Initial DRT Pass Iterations: 2
Yosys synthesis warning count: 1
Finish-stage setup viols: 0
Layout cell share with drive strength beyond 1: 0.211
Crit path capture: tick
Rel. slew slack: 0.781
Hold path start: cnt[0]
Max-area cell share: 0.479
Actual slew at the worst max-slew pin: 0.328 ns
R2r setup slk: 0.86 ns
Setup CP Type: reg -> out
Routed WL: 547 microns
Crit-path cells: clkdlybuf4s50_1
Tool warnings: 26
Fmax: 0.696 GHz
Initial DRC count: 4
Fp_density: 0.0978
Final hold slack: 0.475 ns
Status: completed
Required time worst endpoint: 1.68 ns
First-pass GRT wire length: 1110 microns
# rows: 21
Worst hold-check path type: reg -> reg
Total track usage: 0.0211
Final Wtd Congestion: 0.726
Crit Reg-Reg Startpoint: cnt[0]
Yosys reg bits: 8
Total CTS buffers: 3
Clock transition at the registers of the reported paths: 0.05 ns
Worst VDD drop: 0.120 mV
Critical path capture point type: output pin
Count of cell types in the netlist: 16
Critical R2R Capture: cnt[6]
TritonCTS clock tree: built
Yosys cell count: 33
Antenna cells: 0
H-tree lvl count: 1
Buffers on Ports: 2
WP data arrival: 1.02 ns
Crit. path cell count: 1
Via count of the routed design: 239
Syn_area_per_cell: 10.1 sq um
Fillers: 398
Chip area: 6400 sq um
Final hold vios: 0
P&R area growth vs syn: 30.0%
Placed wire-length estimate: 429 microns
P_leak: 0.000139 uW
CP max stage cell: clkdlybuf4s50_1
Clk sinks: 8
Worst R2R Path Depth: 4
Clock Skew: 0.00407 ns
Clock buffer depth: 2
Initial antenna violation count: 0
Die extent in x: 80 microns
Vias in the first global route: 262
Largest net degree at the start of global routing: 8
Post-synth area hogs: dfxtp_1, ha_1, nand3_2
Top-level I/O count: 3
Areal power density over the cells: 672 nW/um^2
YS chip area: 334 sq um
Max stage delay on crit path: 0.46 ns
Root Driver: clkbuf_4
RSZ-0062 raised after global routing: false
Dominant logic cell types in the final layout: dfxtp_1, nor2_1, clkbuf_4
Fin crit share: 0.685
Final core occ: 0.127
Synthesized cell area: 334 sq um
Setup_tns: 0 ns
Die Y: 80 microns
Critical path launch point type: register
Slew Viols, Final: 0
DRC: 0
Max Cap Violations: 0
Synth Seq Share: 0.479
CTS Hold Bufs: 0
Top logic cell by instance count in the layout: dfxtp_1
Cell type with the largest total area: dfxtp_1
Cells resized by post-CTS repair: 0
-- kinds of logic after synthesis --
kind of cell / count (synthesis) / share of synthesized area
fa+ha+maj: 2 / 0.0749
simple gates: 14 / 0.262
buf+inv: 1 / 0.0112
flops: 8 / 0.479
xor+xnor: 2 / 0.0524
compound gates: 6 / 0.120
-- power by group --
group          internal [uW]  switching (uW)
clock network           65.2            49.5
registers                157            5.11
logic                   7.85            7.28
total                    230            61.9
-- registers in the layout (all words and copies together), names as in the netlist --
signal  count
tick        1
cnt         7
-- area by class of cell --
| type | count | area [sq um] | share of cell area |
|---|---|---|---|
| clock buffers | 3 | 22.5 | 0.0519 |
| inverters | 1 | 3.75 | 0.00865 |
| multi-input cells | 24 | 170 | 0.392 |
| flip-flops and latches | 8 | 160 | 0.369 |
| well taps | 46 | 57.6 | 0.133 |
| repair buffers | 2 | 20.0 | 0.0461 |
-- per-stage QoR --
step / std cells / power (uW) / worst slack (ns) / instance area [sq um]
after global placement: 81 / 179 / 0.805 / 412
after CTS: 84 / 297 / 0.639 / 434
after floorplan: 33 / 175 / 0.949 / 334
final: 84 / 292 / 0.662 / 434
after global routing: 84 / 314 / 0.603 / 434
after detailed placement: 81 / 181 / 0.795 / 412
-- cells in the mapped netlist --
library cell  instances
or3_1                 2
nand2b_2              1
or2b_1                1
a21oi_2               1
o21bai_2              1
nor3_1                1
ha_1                  2
xor2_1                2
nand3_2               2
inv_1                 1
nand2_1               2
nand4bb_1             1
dfxtp_1               8
nor2_1                4
a21oi_1               2
o21ai_0               2
-- layer usage --
| layer | vias to the layer above | share of wire | wire, microns | track usage |
|---|---|---|---|---|
| li1 | 123 | - | - | - |
| met1 | 110 | 0.46 | 254 | 0.0261 |
| met2 | 4 | 0.42 | 232 | 0.0273 |
| met3 | 2 | 0.093 | 51 | 0.0159 |
| met4 | 0 | 0.015 | 8 | 0.00704 |
| met5 | - | 0 | 0 | 0 |
-- how the worst min path moves through the flow --
stage / endpoint / slack (ns) / depth (start not counted)
CTS: cnt[0] / 0.48 / 1
global route: cnt[0] / 0.53 / 1
finish: cnt[0] / 0.47 / 1
Power is estimated from default activity; no workload was simulated.
