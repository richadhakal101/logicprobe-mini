$ cat design/flow/config.mk
export PLATFORM = sky130hd
export DESIGN_NAME = bram_dp
export DESIGN_NICKNAME = bram_dp
export VERILOG_FILES = /design/flow/design.v
export SDC_FILE = /design/flow/constraint.sdc
export NUM_CORES = 4
export LEC_CHECK = 1
export CORE_UTILIZATION = 40
export SYNTH_MEMORY_MAX_BITS = 65536
$ cat design/flow/constraint.sdc
current_design bram_dp

set clk_period 40.4
set clk_io_pct 0.2

create_clock -name clk0 -period $clk_period [get_ports {clk}]

set non_clock_inputs [all_inputs -no_clocks]
set_input_delay [expr $clk_period * $clk_io_pct] -clock clk0 $non_clock_inputs
set_output_delay [expr $clk_period * $clk_io_pct] -clock clk0 [all_outputs]
$ cat design/flow/design.v
module bram_dp #(parameter AW=10)(
  input  wire                   clk,
  input  wire [AW-1:0]         waddr,
  input  wire                  we,
  input  wire [7:0]            din,
  input  wire [AW-1:0]         raddr,
  output reg  [7:0]            dout
);
  reg [7:0] mem[(1<<AW)-1:0];
  always @(posedge clk) begin
    if (we) mem[waddr] <= din;
    dout <= mem[raddr];
  end
endmodule
$ cat design/flow/run.sh
#!/bin/bash
# OpenROAD 26Q1-2900-gdf79404cd8, Yosys 0.63+post, stock flow scripts
make -C /OpenROAD-flow-scripts/flow DESIGN_CONFIG=/design/flow/config.mk WORK_HOME=/design/flow/orfs finish
==> results.ini <==
[worst_setup_path]
critical_path_class = in -> reg
cp_cell_sequence = buf_16 > buf_4 > buf_4 > buf_4 > buf_4 > buf_4 > buf_4 > buf_4 > buf_4 > mux4_2 > a22o_1 > a211oi_1 > a211oi_1 > o311ai_4 > a41oi_1 > or4_1
reg2reg_to = dout[6]
arrival_ps = 16320
slowest_stage = o311ai_4
r2r_start = mem[561][6]
max_stage_delay_ps = 740
crit_path_end = dout[6]
critPathLaunchType = primary input
crit_top_cell = buf_4
cp-startpoint = raddr[0]
reg2reg_setup_slack_ps = 36110
crit_path_end_kind = register
cp_data_required_time_ps = 41410
reg2regPathDepth = 8
cp_max_fo = 61

[timing]
period_needed_ps = 15310
setup_viol = 0
tns_ps = 0
slew_violations = 0
worst_slack_ps = 25090
fmax_ghz = 0.0653
fin_crit_sh_pct = 37.9
hold_viol = 0
fin_skew_ps = 73.0
slew_headroom_pct = 10.0
worstMarginPinSlew_ps = 1340
rsz0062_at_grt = false
whs_ps = 1070

[detailed_routing]
num_vias = 157433
vias_per_cell = 5.77
wirelength_um = 912000
initialDrtViolationCount = 10906
dr.pass1.iters = 6
drc_errors = 0
avgRoutedWirePerCell_um = 33.4
final_antenna_net_count = 0

[run]
cap_violations = 0
warnings = 61

[synth]
yosysTopAreaCell = edfxtp_1
ys_ff = 8200
yosysCellCount = 15228
yosys_warnings = 1
syn_area_mm2 = 0.319
synth_cell_types = 81
edf_count = 8192
synth_top_cell_by_count = edfxtp_1
avgSynthCellArea_um2 = 21.0
yosys.area.top_type_share_pct = 77.1
netlist_top_cells_count = edfxtp_1 (8192), mux4_2 (1565), nor2_1 (1133)
synthFlopType = edfxtp_1
synth_cells = 15228
async_reset_ff_share_pct = 0
area_leaders = edfxtp_1 (77%), mux4_2 (11%), mux2i_1 (3.3%), nor2_1 (1.3%), o221ai_1 (0.80%)
ys_seq_share_pct = 77.2
ys_area_mm2 = 0.319

[place]
place_ws_ps = 23830
place_congestion = 0.904
place.port_buffers = 37
post_dp_cell_area_mm2 = 0.334
dp_hpwl_um = 568000
placed_cells = 25672

[floorplan]
num_io_pins = 38
die_h_um = 895
row_count = 327
chip_area_mm2 = 0.801
die_x_um = 895
core_area_mm2 = 0.794
initCoreUtil_pct = 40.2

[global_route]
grt_max_degree = 141
grt_overflow = 0
antenna_found_initial = 64
track_usage_pct = 25.1
grt_pass1_vias = 170161
grt_first_pass_wirelength_um = 1280000

[hold_path]
hp-class = reg -> reg
hp-start = mem[334][5]

[power]
p_leak_uw = 0.112
internal_power_uw = 13800
p_sw_uw = 3840
p_seq_share_pct = 53.1
vdd_drop_max_mv = 0.0483
share_comb_of_total_power_pct = 4.9
sw_frac_of_total_pct = 21.7
powerDensity_mw_per_mm2 = 49.0
pwr-share-clk_pct = 42.0

[final_layout]
final_layout_size_suffix_gt1_share_pct = 23.0
layout.cells.non_filler = 27304
area_growth_syn_to_layout_pct = 13.0
fin_area_mm2 = 0.361
regArea_mm2 = 0.246
num-fill-cells = 64999
mi_logic_area_mm2 = 0.0675

[cts]
cts_buffer_depth = 4
post_cts_buffers = 0
cts_max_level = 6
cts_root_buf = clkbuf_16
clkTransAtPathRegs_ps = 60
tritoncts = done
cts_resized = 0
clock-sinks = 8200
cts-hold-fix-buffers = 0
cts_buffers = 822
clkLatencyLatePin_ps = 1160

[run_status]
status = finished, final reports clean

==> power groups by stage <==
stage                 combinational [µW]  clock, µW  sequential (µW)
after CTS                            874       7510             9370
after global routing                 923       7840             9370
final                                872       7410             9370
==> how the worst min path moves through the flow <==
stage             end  slack (ps)  cells past startpoint
CTS           dout[5]        1040                      5
global route  dout[5]        1110                      5
finish        dout[5]        1070                      5
==> per-stage QoR <==
step                power [µW]  utilization [%]
floorplan                 9990                -
global placement         10400             42.1
detailed placement       10400             42.1
CTS                      17800             45.4
global route             18100             45.4
finish                   17700             45.4
==> cells in the final DEF (no fill, tap or decap), types with 111 or more instances in the layout <==
| cell | n |
|---|---|
| o22ai_1 | 218 |
| nor2_1 | 1119 |
| clkinv_1 | 216 |
| nor3_1 | 115 |
| edfxtp_1 | 8192 |
| clkbuf_1 | 178 |
| diode_2 | 111 |
| clkbuf_16 | 829 |
| mux2i_1 | 1040 |
| o221ai_1 | 292 |
| nand2_1 | 170 |
| clkinv_2 | 153 |
| a21oi_1 | 256 |
| buf_4 | 858 |
| o21ai_0 | 124 |
| a22oi_1 | 246 |
| mux4_2 | 1565 |
==> cell type report <==
class | count | share of cell area (%)
Multi-Input combinational cell | 6017 | 18.7
Sequential cell | 8200 | 68.3
Clock buffer | 1008 | 5.94
Tap cell | 10528 | 3.65
Inverter | 7 | 0.0142
Antenna cell | 111 | 0.0770
Timing Repair Buffer | 920 | 2.05
Clock inverter | 513 | 1.30
==> flip-flops by register name (all words and copies together) (netlist names) <==
signal and cells:
mem 8192, dout 8
==> layer usage <==
metal | GRT usage, % | vias up | routed length, µm
met1 | 28.6 | 80288 | 276000
li1 | - | 65567 | -
met3 | 21.1 | 1706 | 176000
met5 | 2.84 | - | 3250
met2 | 35.1 | 9766 | 416000
met4 | 9.00 | 106 | 41300
==> critical path, delay by kind of cell <==
family,cells,cell delay [ps]
multiplexers,1,580
buffers and inverters,9,5080
AND-OR/OR-AND,5,1710
AND/OR/NAND/NOR,1,550
==> logic make-up (layout without fill, tap and decap cells) <==
family | count (synthesis) | after routing | synth area share [%]
muxes | 2758 | 2758 | 15.1
other | 0 | 111 | 0
AOI/OAI and AO/OA | 1506 | 1506 | 3.38
and+or+nand+nor | 1753 | 1753 | 2.36
buffers and inverters | 1011 | 2448 | 1.97
DFF | 8200 | 8200 | 77.2
Power and IR drop assume default switching activity.
