===== flow/run.sh =====
#!/bin/bash
# OpenROAD 26Q1-2900-gdf79404cd8, Yosys 0.63+post, stock flow scripts
make -C /OpenROAD-flow-scripts/flow DESIGN_CONFIG=/design/flow/config.mk WORK_HOME=/design/flow/orfs finish

===== flow/config.mk =====
export PLATFORM = sky130hd
export DESIGN_NAME = uart_tx
export DESIGN_NICKNAME = uart_tx
export VERILOG_FILES = /design/flow/design.v
export SDC_FILE = /design/flow/constraint.sdc
export NUM_CORES = 4
export LEC_CHECK = 1
export CORE_UTILIZATION = 30

===== flow/constraint.sdc =====
current_design uart_tx

set clk_period 2.4
set clk_io_pct 0.2

create_clock -name clk0 -period $clk_period [get_ports {clk}]

set non_clock_inputs [all_inputs -no_clocks]
set_input_delay [expr $clk_period * $clk_io_pct] -clock clk0 $non_clock_inputs
set_output_delay [expr $clk_period * $clk_io_pct] -clock clk0 [all_outputs]

===== flow/design.v =====
module uart_tx #(parameter CLK_HZ=12_000_000, BAUD=115200)(
  input  wire clk, input wire rst,
  input  wire tx_start, input wire [7:0] tx_data,
  output reg  tx, output reg busy
);
  localparam DIV = CLK_HZ/BAUD;
  reg [15:0] cnt=0; reg [3:0] biti=0; reg [9:0] sh=10'h3FF;
  always @(posedge clk) begin
    if (rst) begin tx<=1; busy<=0; cnt<=0; biti<=0; sh<=10'h3FF; end
    else if (!busy && tx_start) begin sh<={1'b1,tx_data,1'b0}; busy<=1; cnt<=0; biti<=0; tx<=0;
    end else if (busy) begin
      if (cnt==DIV-1) begin cnt<=0; tx<=sh[biti]; biti<=biti+1; if (biti==9) busy<=0; end
      else cnt<=cnt+1;
    end
  end
endmodule

==> impl_metrics.env <==
# flow metrics
export IMPL_status="finished, final reports clean"
export IMPL_overflow=0
export IMPL_netlist_top_cell_by_area="dfxtp_1"
export IMPL_cts_tree="built"
export IMPL_initCoreUtil_pct=32.0
export IMPL_leakage_nw=0.615
export IMPL_critPathRequiredTime_ns=1.92
export IMPL_setup_tns_ns=0
export IMPL_fin_area_um2=1680
export IMPL_areaGrowthSynthToFinish_pct=17.4
export IMPL_first_iter_violations=11
export IMPL_post_cts_resized=0
export IMPL_met3WireLength_um=89
export IMPL_fin_util_pct=37.5
export IMPL_ys_warn_count=1
export IMPL_tool_warnings=26
export IMPL_cp_max_fo=6
export IMPL_core_area_um2=4470
export IMPL_cp_arrival_ns=1.36
export IMPL_holdWs_ns=0.458
export IMPL_rr_worst_depth=6
export IMPL_ys_async_sr_fraction_pct=0
export IMPL_final_hold_viol_count=0
export IMPL_tightest_slew_ns=0.540
export IMPL_top_area_share_pct=43.4
export IMPL_hold_depth=2
export IMPL_grtUsageTotal_pct=10.6
export IMPL_synth_edff_count=0
export IMPL_area_leaders="dfxtp_1 (43%), xor2_1 (6.7%), nor2_1 (6.3%), a211o_1 (4.9%), xnor2_1 (4.3%)"
export IMPL_hold_buffers=0
export IMPL_topRoutingLayerUsed="met4"
export IMPL_die_h_um=71.0
export IMPL_ff_type="dfxtp_1"
export IMPL_die_area_um2=5050
export IMPL_critPathLaunchType="flop"
export IMPL_finalCriticalPeriod_ns=1.84
export IMPL_grt_pass1_wl_um=4370
export IMPL_clockBufferDepth=2
export IMPL_m1WireLength_um=1260
export IMPL_dp_cells=216
export IMPL_cts_setup_buffers=0
export IMPL_avgRoutedWirePerCell_um=10.7
export IMPL_cap_viol_max_count=0
export IMPL_cts_buffers=5
export IMPL_met2_length_um=1010
export IMPL_common_cells="dfxtp_1 (31), nor2_1 (24), xor2_1 (11)"
export IMPL_period_used_pct=76.8
export IMPL_port_buffers=12
export IMPL_setup_viol_count_final=0
export IMPL_grt_max_degree=19
export IMPL_finalNonFillerCells=223
export IMPL_synthCells=156
export IMPL_ys_cells=156
export IMPL_syn_area_per_cell_um2=9.17
export IMPL_rsz0062_at_grt="false"
export IMPL_post_dp_cell_area_um2=1590
export IMPL_drive_gt1_share_pct=9.36
export IMPL_yosys_stat_area_um2=1430
export IMPL_rows=24
export IMPL_pin_count=13
export IMPL_drc=0
export IMPL_vias=1063
export IMPL_synth_area_um2=1430
export IMPL_clock_latency_ns=0.27
export IMPL_worstSetupEndpointType="output pin"
export IMPL_synth_flops=31
export IMPL_antenna_found_initial=0
export IMPL_wirelength_um=2390
export IMPL_cts_sinks=31
export IMPL_final_seq_area_um2=621
export IMPL_routed_via_density=4.77
export IMPL_slew_violations=0
export IMPL_cellPowerDensity_nw_per_um2=611
export IMPL_clock_skew_ns=0.00793
export IMPL_root_buffer="clkbuf_8"
export IMPL_ant_nets=0
export IMPL_fp_dieW_um=71.0
export IMPL_path_clk_slew_ns=0.06
export IMPL_max_slew_margin_pct=64.0
export IMPL_num_antenna_cells=0
export IMPL_mi_logic_area_um2=726
export IMPL_synth_cell_types=31
export IMPL_ys_seq_share_pct=43.4
export IMPL_top_cell="dfxtp_1"
export IMPL_min_path_type="flop to flop"
export IMPL_dp_hpwl_um=1670
export IMPL_grt_pass1_vias=981
export IMPL_fill_cells=460
export IMPL_place_congestion=0.785
export IMPL_path_class="flop to output pin"
export IMPL_vdd_ir_drop_max_mv=0.253
export IMPL_htree_levels=2
export IMPL_dr_pass1_iters=4
export IMPL_fmax_ghz=0.543
critical path: stages (launching register included):
cell             delay (ns)
dfxtp_1                0.43
buf_4                  0.19
clkdlybuf4s50_1        0.47
routing by layer:
layer  GRT usage [%]  vias up
li1                -      558
met1            15.9      483
met2            16.6       17
met3            2.31        5
met4            1.56        0
met5               0        -
through the flow:
| step | setup slack (ns) | power, mW |
|---|---|---|
| finish | 0.557 | 1.03 |
| global placement | 0.492 | 0.634 |
| floorplan | 0.761 | 0.607 |
| CTS | 0.527 | 1.04 |
| detailed placement | 0.459 | 0.634 |
| global route | 0.374 | 1.07 |
layout make-up:
type                    instances  area share [%]
multi-input cells             111            43.2
repair buffers                 18            9.84
clock buffers                   6            4.92
well taps                      52            3.87
inverters                       4           0.894
flip-flops and latches         31            37.0
clock inverters                 1           0.298
where the power goes:
| group | leakage, nW | total, mW | internal [mW] | switching [mW] |
|---|---|---|---|---|
| combinational | 0.316 | 0.0824 | 0.0499 | 0.0324 |
| clock | 0.0470 | 0.404 | 0.224 | 0.180 |
| sequential | 0.253 | 0.540 | 0.531 | 0.00889 |
path summary, 6_finish.rpt:
check / startpoint / end / slack (ns)
setup reg to reg: cnt[0]$_SDFFE_PP0P_ / cnt[10]$_SDFFE_PP0P_ / 0.61
hold reg to reg: sh[0]$_SDFFE_PP1P_ / sh[0]$_SDFFE_PP1P_ / 0.46
hold / removal: sh[0]$_SDFFE_PP1P_ / sh[0]$_SDFFE_PP1P_ / 0.46
setup / recovery: busy$_SDFF_PP0_ / busy / 0.56
cells by family (layout without fill, tap and decap cells):
group / count (synthesis) / count (layout) / synth area share, %
adder cells (fa/ha/maj): 3 / 3 / 2.62
multiplexers: 4 / 4 / 2.89
AND-OR/OR-AND: 15 / 15 / 8.66
buffers and inverters: 14 / 29 / 5.86
flip-flops: 31 / 31 / 43.4
XOR/XNOR: 18 / 18 / 11.0
AND/OR/NAND/NOR: 71 / 71 / 25.5
flip-flops by register name (all words and copies together) (netlist names):
signal and cells:
cnt 16, tx 1, biti 4, busy 1, sh 9
layout by cell type (no fill, tap or decap), types with 2 or more instances in the layout:
master and instances:
a211o_1 8, a211oi_1 3, and2b_1 5, and3_1 2, buf_4 6, clkbuf_8 6, clkdlybuf4s50_1 12, dfxtp_1 31
ha_1 3, inv_1 4, mux2i_1 3, nand2_1 8, nand3_1 7, nand4_1 5, nor2_1 24, nor2b_1 4
nor3_1 6, nor3b_1 3, nor4_1 2, xnor2_1 7, xor2_1 11
Power is estimated from default activity; no workload was simulated.
